--- flow/config.mk ---
export PLATFORM = sky130hd
export DESIGN_NAME = PC_BLOCK
export DESIGN_NICKNAME = PC_BLOCK
export VERILOG_FILES = /design/flow/design.v
export SDC_FILE = /design/flow/constraint.sdc
export NUM_CORES = 4
export LEC_CHECK = 1
export CORE_UTILIZATION = 30
--- flow/constraint.sdc ---
current_design PC_BLOCK

set clk_period 5.3
set clk_io_pct 0.2

create_clock -name clk0 -period $clk_period [get_ports {PC_BLOCK_CLK}]

set non_clock_inputs [all_inputs -no_clocks]
set_input_delay [expr $clk_period * $clk_io_pct] -clock clk0 $non_clock_inputs
set_output_delay [expr $clk_period * $clk_io_pct] -clock clk0 [all_outputs]
--- flow/design.v ---
`timescale 1ns / 1ps
module PC(input logic PC_CLK, 
          input logic PC_RST,
          input logic PC_LD,
          input logic [31:0] PC_IN,
          output logic [31:0] PC_OUT
          );
    always_ff @(posedge PC_CLK) begin
        if(PC_RST)
            PC_OUT <= 32'h00000000;
        else if (PC_LD)
            PC_OUT <= PC_IN;
    end
endmodule
`timescale 1ns / 1ps
module PC_BLOCK(
    input logic PC_BLOCK_CLK,
    input logic PC_BLOCK_RST,
    input logic PC_BLOCK_WRITE,
    input logic [1:0] PC_BLOCK_MUX_SEL,
    input logic [31:0] PC_BLOCK_MUX_IN1,
    input logic [31:0] PC_BLOCK_MUX_IN2,
    input logic [31:0] PC_BLOCK_MUX_IN3,
    output logic [31:0] PC_BLOCK_OUT
);
    logic [31:0] PC_BLOCK_MUX_OUT, PC_BLOCK_MUX_IN0;
    PC pc1(
        .PC_CLK(PC_BLOCK_CLK),
        .PC_RST(PC_BLOCK_RST),
        .PC_LD(PC_BLOCK_WRITE),
        .PC_IN(PC_BLOCK_MUX_OUT),
        .PC_OUT(PC_BLOCK_OUT)
    );
    PC_MUX pcmux(
        .PC_MUX_SEL(PC_BLOCK_MUX_SEL),
        .PC_MUX_IN0(PC_BLOCK_MUX_IN0),
        .PC_MUX_IN1(PC_BLOCK_MUX_IN1),
        .PC_MUX_IN2(PC_BLOCK_MUX_IN2),
        .PC_MUX_IN3(PC_BLOCK_MUX_IN3),
        .PC_MUX_OUT(PC_BLOCK_MUX_OUT)
    );
    assign PC_BLOCK_MUX_IN0 = PC_BLOCK_OUT + 4;
endmodule
`timescale 1ns / 1ps
module PC_MUX(input logic [1:0] PC_MUX_SEL, 
              input logic [31:0] PC_MUX_IN0,
              input logic [31:0] PC_MUX_IN1,
              input logic [31:0] PC_MUX_IN2,
              input logic [31:0] PC_MUX_IN3,
              output logic [31:0] PC_MUX_OUT);
    always_comb begin
        case(PC_MUX_SEL)
            2'b00: PC_MUX_OUT = PC_MUX_IN0;
            2'b01: PC_MUX_OUT = PC_MUX_IN1;
            2'b10: PC_MUX_OUT = PC_MUX_IN2;
            2'b11: PC_MUX_OUT = PC_MUX_IN3;
            default: PC_MUX_OUT = 32'h00000000;
        endcase
    end
endmodule
--- flow/run.sh ---
#!/bin/bash
# OpenROAD 26Q1-2900-gdf79404cd8, Yosys 0.63+post, stock flow scripts
make -C /OpenROAD-flow-scripts/flow DESIGN_CONFIG=/design/flow/config.mk WORK_HOME=/design/flow/orfs finish
==> impl_metrics.py <==
# Metrics from the implementation run
metrics = {
    "global_route": {
        "grt_antenna_before_repair": 0,
        "grt.overflow.total": 0,
        "grt_pass1_vias": 2735,
        "gr-usage-all-layers_pct": 19.5,
        "grt_pass1_wl_mm": 13.5,
        "grt_max_degree": 43,
    },
    "run_status": {
        "status": "finished, final reports clean",
    },
    "floorplan": {
        "placeableCoreArea_sq_mm": 0.00826,
        "io_pins": 133,
        "num_rows": 33,
        "die_area_sq_mm": 0.00898,
        "fp-utilization_pct": 31.3,
        "die_h_um": 94.8,
        "die_width_um": 94.8,
    },
    "worst_setup_path": {
        "endpoint": "pc1.PC_OUT[13]",
        "timing.rr.end": "pc1.PC_OUT[18]",
        "rr_worst_depth": 6,
        "worstPathArrival_ps": 3200,
        "regToRegSetupSlack_ps": 3220,
        "cp_max_fo": 28,
        "startpoint_type": "input pin",
        "rr_startpoint": "pc1.PC_OUT[2]",
        "startpoint": "PC_BLOCK_WRITE",
        "worstPathRequired_ps": 5460,
        "worstSetupPathType": "in -> reg",
        "end_kind": "flip-flop",
    },
    "clock_tree": {
        "cts_resized": 0,
        "post-cts-setup-buffer-count": 0,
        "cts_root_buffer": "clkbuf_8",
        "cts_buffer_depth": 2,
        "clock_sink_count": 32,
        "h-tree-depth": 2,
        "path_clk_slew_ps": 70,
        "cts_tree": "yes",
        "insertion_delay_ps": 290,
        "numCtsBuffers": 5,
        "ctsHoldBuffers": 0,
    },
    "placed_design": {
        "place.port_buffers": 132,
        "gp_congestion": 0.849,
        "post-dp-hpwl_mm": 6.20,
        "place_area_sq_mm": 0.00396,
    },
    "cells_and_area": {
        "seq_area_sq_um": 641,
        "fin_area_sq_mm": 0.00405,
        "logic_area_sq_mm": 0.00180,
        "n_fill_cell": 819,
        "syn2layout_area_growth_pct": 56.7,
        "drive_gt1_share_pct": 12.8,
        "largest_reg_flops": 32,
        "top_register": "pc1.PC_OUT",
        "largestRegisters": "pc1.PC_OUT (32)",
        "fin_util_pct": 49.0,
    },
    "synthesis": {
        "flop_cell": "dfxtp_1",
        "edf_count": 0,
        "ys_seq_share_pct": 24.8,
        "async_reset_ff_share_pct": 0,
        "postSynthCellCount": 318,
        "yosys_cells": 318,
        "syn_area_sq_mm": 0.00258,
        "synth_cell_types": 47,
        "synth_flop_count": 32,
        "syn_area_per_cell_sq_um": 8.12,
        "synth_chip_area_sq_mm": 0.00258,
        "ys_warn_count": 2,
    },
    "route": {
        "vias": 2975,
        "first_pass_iters": 4,
        "viasPerCell": 5.47,
        "antenna_left": 0,
        "drc_errors": 0,
        "routed_wl_mm": 8.51,
        "drt_iter0_markers": 168,
        "wire_per_inst_um": 15.6,
        "antenna_cells_inserted": 0,
    },
    "final_timing": {
        "maxSlewHeadroom_pct": 63.5,
        "period_needed_ps": 3050,
        "fin_crit_sh_pct": 57.5,
        "hold_violations": 0,
        "drv_slew": 0,
        "worst_pin_slew_ps": 547,
        "fmax_mhz": 328,
        "rsz0062_at_grt": "false",
        "setup_viol_count_final": 0,
        "fin_tns_setup_ps": 0,
        "hold_slack_ps": 525,
        "clock_skew_ps": 3.60,
    },
    "min_path": {
        "hp-class": "reg -> reg",
    },
    "run": {
        "warnings": 25,
        "maxCapViolCount": 0,
    },
    "power": {
        "power.total_mw": 0.711,
        "power.density_mw_per_mm2": 176,
        "p_leak_nw": 1.32,
        "max-vdd-ir-drop_uv": 92.5,
    },
}
==> metrics by stage <==
stage,std cells,setup WS (ps)
3_3_place_gp,536,2030
6_report,544,2250
4_1_cts,544,2260
5_1_grt,544,2060
2_1_floorplan,318,2770
3_5_place_dp,536,1970
==> logic make-up after synthesis <==
group	after synthesis	share of synthesized area [%]
flops	32	24.8
compound gates	108	28.1
simple gates	102	21.6
buf+inv	33	5.77
mux	42	19.3
fa+ha+maj	1	0.484
==> report_power, final <==
group	internal [mW]	switching (mW)	total [mW]	leakage, nW
Sequential	0.260	0.0272	0.287	0.265
Combinational	0.149	0.0768	0.226	1.01
Clock	0.106	0.0919	0.198	0.0455
==> synth_stat cells, types with 6 or more instances <==
master	instances	share of area, %
o21ai_0	18	3.5
dfxtp_1	32	25
mux2i_1	16	6.2
clkbuf_1	16	2.3
nand3_1	12	2.3
mux2_2	22	9.6
a221oi_1	16	5.4
a211oi_1	15	4.4
nand4_1	6	1.5
nor3_1	11	2.1
nor2_1	24	3.5
a21oi_1	28	5.4
nand2_1	22	3.2
buf_2	6	1.2
inv_1	7	1.0
==> placed cells by master, fill, tap and decap left out, types with 2 or more instances in the layout <==
cell / instances
clkdlybuf4s50_1: 130
dfxtp_1: 32
a21oi_1: 28
nor2_1: 24
nand2_1: 22
mux2_2: 22
o21ai_0: 18
mux2i_1: 16
a221oi_1: 16
a211oi_1: 15
nand3_1: 12
nor3_1: 11
inv_1: 7
buf_4: 7
nand4_1: 6
clkbuf_8: 6
o22ai_1: 5
o21bai_1: 5
o21a_1: 5
nor3_2: 4
mux4_2: 4
and4_1: 3
a221o_1: 3
nor2b_1: 3
a311oi_1: 3
or3_1: 2
or4_4: 2
o31ai_1: 2
o31a_2: 2
nor4_1: 2
nor3b_1: 2
o211ai_1: 2
clkbuf_1: 2
buf_2: 2
==> layout make-up <==
type | count | area share (%)
clock buffers | 8 | 2.23
repair buffers | 139 | 33.7
inverters | 7 | 0.649
multi-input cells | 253 | 44.4
well taps | 105 | 3.25
flip-flops and latches | 32 | 15.8
==> metal layers <==
| layer | share of wire [%] | wire length, um | vias to the layer above | track usage [%] |
|---|---|---|---|---|
| li1 | - | - | 1479 | - |
| met1 | 45 | 3820 | 1367 | 28.0 |
| met2 | 47 | 3990 | 120 | 32.3 |
| met3 | 7.0 | 594 | 9 | 2.61 |
| met4 | 1.3 | 108 | 0 | 2.27 |
| met5 | 0 | 0 | - | 0 |
==> worst max-delay path: stages <==
cell             delay [ps]
clkdlybuf4s50_1         450
buf_4                   320
inv_1                   340
buf_4                   330
a221oi_1                280
o21ai_0                 140
a21oi_1                 180
a211oi_1                 60
==> how the worst min path moves through the flow <==
| stage | start | end | slack [ps] | depth (start not counted) |
|---|---|---|---|---|
| after CTS | pc1.PC_OUT[19] | pc1.PC_OUT[19] | 530 | 2 |
| final | pc1.PC_OUT[19] | pc1.PC_OUT[19] | 520 | 2 |
| after global routing | pc1.PC_OUT[19] | pc1.PC_OUT[19] | 580 | 2 |
Power and IR drop assume default switching activity.
