==> /design/flow/design.v <==
`timescale 1ns / 1ps
module REG_FILE(
    input logic RF_EN,
    input logic RF_clk,
    input logic [4:0] RF_ADDR1,
    input logic [4:0] RF_ADDR2,
    input logic [4:0] RF_WA,
    input logic [31:0] RF_WD,
    output logic [31:0] RF_RS1,
    output logic [31:0] RF_RS2
    );
    logic [31:0] ram [0:31];
    initial begin
        int i;
            for (i=0; i<32; i=i+1) begin
            ram[i] = 0;
        end
    end
    assign RF_RS1 = ram[RF_ADDR1];
    assign RF_RS2 = ram[RF_ADDR2];
    always_ff @(posedge RF_clk) begin
        if(RF_EN && RF_WA != 5'b00000)
            ram[RF_WA] <= RF_WD;
    end
endmodule
==> /design/flow/run.sh <==
#!/bin/bash
# OpenROAD 26Q1-2900-gdf79404cd8, Yosys 0.63+post, stock flow scripts
make -C /OpenROAD-flow-scripts/flow DESIGN_CONFIG=/design/flow/config.mk WORK_HOME=/design/flow/orfs finish
==> /design/flow/config.mk <==
export PLATFORM = sky130hd
export DESIGN_NAME = REG_FILE
export DESIGN_NICKNAME = REG_FILE
export VERILOG_FILES = /design/flow/design.v
export SDC_FILE = /design/flow/constraint.sdc
export NUM_CORES = 4
export LEC_CHECK = 1
export CORE_UTILIZATION = 40
==> /design/flow/constraint.sdc <==
current_design REG_FILE

set clk_period 7.5
set clk_io_pct 0.2

create_clock -name clk0 -period $clk_period [get_ports {RF_clk}]

set non_clock_inputs [all_inputs -no_clocks]
set_input_delay [expr $clk_period * $clk_io_pct] -clock clk0 $non_clock_inputs
set_output_delay [expr $clk_period * $clk_io_pct] -clock clk0 [all_outputs]
==> flow_summary.json <==
{
  "status": "finished clean",
  "tightest_slew_ns": 0.9750,
  "lay_top_cells": "mux2i_1 (1024), edfxtp_1 (1024), nand3_1 (194), nand2_1 (193)",
  "grt.total_usage_pct": 26.60,
  "ys_seq_elements": 1024,
  "power_w": 0.01255,
  "drv_slew": 0,
  "finalInstanceArea_um2": 55380,
  "ctsHoldBuffers": 0,
  "dp.cells": 5031,
  "ir_drop_v": 0.0001754,
  "remaining_drc_errors": 0,
  "postCtsResizedCells": 0,
  "io_buffers": 112,
  "worst_setup_path_start_kind": "input pin",
  "setup.worst_path.end": "RF_RS2[25]",
  "worstSetupStartpoint": "RF_ADDR2[2]",
  "yosysChipArea_um2": 48760,
  "yosysWarningCount": 1,
  "slew_headroom_pct": 34.84,
  "netlist_instances": 3386,
  "setup_viol_count_final": 0,
  "fin_cells": 5223,
  "finalClockPeriodUsage_pct": 80.65,
  "power.density_nw_per_um2": 226.6,
  "place.detailed.hpwl_mm": 85.23,
  "cts-root-buf": "clkbuf_16",
  "grt_pass1_wl_mm": 218.0,
  "die_h_um": 351.1,
  "log.warning_count": 26,
  "cts_tree": "built",
  "max_flop_register": "ram",
  "wl_per_cell_um": 29.17,
  "hold_viol": 0,
  "drt_iter0_drc": 2089,
  "fp-row-count": 127,
  "fp-utilization_pct": 40.48,
  "syn_area_um2": 48760,
  "synth_top_area_share_pct": 63.07,
  "max_freq_ghz": 0.1653,
  "drive_gt1_share_pct": 9.116,
  "cts_buffers": 106,
  "hold_path.class": "input pin to flop",
  "clk_path_buf_depth": 3,
  "dieArea_um2": 123300,
  "routed_wl_mm": 152.4,
  "cts_sinks": 1024,
  "worstPathArrival_ns": 4.55,
  "vias": 30990,
  "power_leakage_nw": 20.30,
  "drtAntennaViolNets": 0,
  "cts.clk_slew.worst_paths_ns": 0.06,
  "grt_max_degree": 91,
  "fin_util_pct": 45.98,
  "post_cts_buffers": 0,
  "fin_tns_setup_ns": 0,
  "core_area_um2": 120400,
  "cp.required_ns": 6.00,
  "largest_reg_flops": 1024,
  "path_max_fanout": 39,
  "area_leaders": "edfxtp_1 (63%), mux2i_1 (21%), a22oi_1 (3.0%)",
  "placed_area_um2": 52180,
  "ys_cells": 3386,
  "largest_area_cell": "edfxtp_1",
  "antenna_found_initial": 8,
  "pin_count": 113,
  "top_regs": "ram: 1024 flops",
  "viasPerCell": 5.933,
  "cts.htree.levels": 3,
  "ys_types": 24,
  "syn_area_per_cell_um2": 14.40,
  "firstDrtPassIters": 5,
  "crit_path_end_kind": "primary output",
  "area_delta_synth_final_pct": 13.59,
  "fin_crit_ns": 6.049,
  "cap_violations": 0,
  "grt.overflow.total": 0,
  "critPathKind": "input pin to primary output",
  "place.gp.congestion": 0.8828,
  "grt_pass1_vias": 31540,
  "postSynthSeqShare_pct": 63.07,
  "rsz0062_at_grt": "no",
  "die_width_um": 351.1
}
## synthesized netlist by cell type
cell type and count:
nor3_1 64, a22oi_1 192, or3b_2 3, buf_4 57, nand3b_1 5, nand2_1 195, and2_1 2, buf_2 62
a22o_1 128, conb_1 1, nor2b_1 4, buf_1 11, or2_2 2, mux2i_1 1024, buf_6 37, clkbuf_1 82
edfxtp_1 1024, nand3_1 194, a31oi_1 64, a21oi_1 192, nand2b_1 4, or3_1 1, nor2_1 34, clkbuf_4 4
## layer usage
metal / global-route usage [%] / share of wire, %
met5: 0 / 0.042
met4: 7.374 / 3.6
met3: 14.83 / 14
met2: 40.14 / 47
met1: 34.29 / 36
## layout make-up
class	count	area, um^2
Fill cell	10360	65060
Sequential cell	1024	30750
Multi-Input combinational cell	2140	16890
Clock buffer	139	2776
Timing Repair Buffer	255	2530
Tap cell	1612	2017
Clock inverter	51	417.9
Antenna cell	2	5.005
## report_power, final
part           switching [W]  internal, W
combinational       0.000740     0.000461
clock                0.00219      0.00274
sequential         0.0000321      0.00638
total                0.00296      0.00959
## logic make-up after synthesis
group | share of synthesized area (%)
simple gates | 4.709
compound gates | 8.048
flops | 63.07
buf+inv | 3.146
mux | 21.02
other cells | 0.007691
## per-stage QoR
step	hold WS, ns	worst slack (ns)
finish	1.630	1.451
global route	1.637	1.287
CTS	1.607	1.449
detailed placement	2.332	1.449
global placement	2.327	1.509
floorplan	1.599	3.445
## worst max-delay path: stages
cell and delay, ns:
clkdlybuf4s50_1 0.62, and2_4 0.70, buf_4 0.40, a22o_1 0.18, nor3_1 0.05, a31oi_1 0.22
nand3_1 0.32, clkdlybuf4s50_1 0.51
## worst min path at each step
stage	start	end	slack, ns	depth (start not counted)
CTS	RF_WD[26]	ram[14][26]	1.61	2
global route	RF_WD[3]	ram[28][3]	1.64	2
finish	RF_WD[26]	ram[14][26]	1.63	2
