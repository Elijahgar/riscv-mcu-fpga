`config.mk`:
```
export PLATFORM = sky130hd
export DESIGN_NAME = ALU
export DESIGN_NICKNAME = ALU
export VERILOG_FILES = /design/flow/design.v
export SDC_FILE = /design/flow/constraint.sdc
export NUM_CORES = 4
export LEC_CHECK = 1
export CORE_UTILIZATION = 30
```
`constraint.sdc`:
```
current_design ALU

set clk_period 23.9
set clk_io_pct 0.2

create_clock -name clk0 -period $clk_period

set non_clock_inputs [all_inputs -no_clocks]
set_input_delay [expr $clk_period * $clk_io_pct] -clock clk0 $non_clock_inputs
set_output_delay [expr $clk_period * $clk_io_pct] -clock clk0 [all_outputs]
```
`design.v`:
```
`timescale 1ns / 1ps
module ALU(
    input logic [31:0] srcA,
    input logic [31:0] srcB,
    output logic [31:0] ALU_RESULT,
    input logic [3:0] ALU_SEL
);
    always_comb begin
        case (ALU_SEL)
            4'b0000: ALU_RESULT = $signed(srcA) + $signed(srcB);  
            4'b1000: ALU_RESULT = $signed(srcA) - $signed(srcB);  
            4'b0110: ALU_RESULT = srcA | srcB;                    
            4'b0111: ALU_RESULT = srcA & srcB;                    
            4'b0100: ALU_RESULT = srcA ^ srcB;                    
            4'b0101: ALU_RESULT = srcA >> srcB[4:0];                   
            4'b0001: ALU_RESULT = srcA << srcB[4:0];                   
            4'b1101: ALU_RESULT = $signed(srcA) >>> srcB[4:0];         
            4'b0010: ALU_RESULT = $signed(srcA) < $signed(srcB);  
            4'b0011: ALU_RESULT = srcA < srcB;                    
            4'b1001: ALU_RESULT = srcA;                           
            default: ALU_RESULT = 32'h00000000;                          
        endcase
    end
endmodule
```
`run.sh`:
```
#!/bin/bash
# OpenROAD 26Q1-2900-gdf79404cd8, Yosys 0.63+post, stock flow scripts
make -C /OpenROAD-flow-scripts/flow DESIGN_CONFIG=/design/flow/config.mk WORK_HOME=/design/flow/orfs finish
```
==> job_summary.md <==
### Metrics collected by this job

| Metric | Value |
|---|---|
| Run status | `finished clean` |
| Core region area | `0.02878 mm²` |
| Yosys stat cell total | `~1300` |
| Compound-Gate Fraction of Synth Area | `39.19%` |
| Antenna violation net count after detailed routing | `0` |
| Met3 global-route usage | `5.518%` |
| Synthesized area per cell | `6.714 µm²` |
| Largest cells by area after synthesis | `sky130_fd_sc_hd__ha_1 14%, sky130_fd_sc_hd__a21oi_1 7.2%, sky130_fd_sc_hd__mux4_2 7.2%` |
| Leakage power of the design | `4.040 nW` |
| RSZ-0062 raised after global routing | `no` |
| Placed cell count | `1709` |
| Part of the Yosys area used for sequential elements | `0%` |
| Synthesized chip area reported by yosys | `0.008782 mm²` |
| Number of detailed-route iterations in the first pass | `8` |
| Row Count | `62` |
| Area leader share | `between 10% and 20%` |
| Count of tool warnings | `99` |
| Clock buf count | `0` |
| Number of library cell types mapped by synthesis | `~88` |
| Setup-failing EPs final | `0` |
| Area grow syn2layout | `12.58%` |
| Ports placed on the boundary | `100` |
| Critical path class | `in2out` |
| Met1 global-route usage | `38.20%` |
| Pin count of the biggest net entering global routing | `65` |
| Worst path required time | `between 15 and 20 ns` |
| Post-Place Setup Slack | `9.717 ns` |
| Number of setup buffers added after CTS | `0` |
| Dominant combinational cell family by area after synthesis | `AND-OR/OR-AND gates` |
| Largest voltage drop on the vdd net | `slightly above 0.008 mV` |
| Worst path cell trace | `buf_2 -> buf_4 -> clkinv_1 -> ha_1 -> inv_1 -> o221ai_1 -> a2111oi_2 -> o21ai_2 -> o211ai_2 -> nand3b_1 -> or4_1 -> a221oi_1 -> a21oi_1 -> clkdlybuf4s50_1` |
| Headroom to the max-slew limit | `40.45%` |
| Largest stage delay on the critical path | `between 0.7 and 0.8 ns` |
| Routed via count | `10700` |
| Worst path setup slack after routing | `approximately 9.6 ns` |
| Critical path startpoint category | `input port` |
| Wire length of the first global-routing pass | `60950 µm` |
| Multiplexer share of the synthesized area | `14.83%` |
| Avg WL per Cell | `23.63 µm` |
| Max Fanout on Critical Path | `57` |
| Met2 usage in global routing | `41.21%` |
| GR Overflow Total | `0` |
| Pre-Place Util | `30.51%` |
| Final antenna diode count | `0` |
| Slowest stage cell, crit path | `sky130_fd_sc_hd__clkinv_1` |
| Die W | `~170 µm` |
| Path category of the worst min-delay check | `in2out` |
| Worst Tran Pin Value | `roughly 0.89 ns` |
| Total wire length after detailed routing | `between 40000 and 50000 µm` |
| Sequential Area | `0 µm²` |
| Highest Clock Rate | `0.07007 GHz` |
| Library cell with the largest summed area after synthesis | `sky130_fd_sc_hd__ha_1` |
| Synthesized instance count | `1308` |
| Gates resized, CTS repair | `0` |
| Initial antenna violation count | `1` |
| Overall chip area | `0.02996 mm²` |
| Final instance count without filler cells | `1709` |
| Arrival time reported for the critical path endpoint | `9.49 ns` |
| Fraction of the mapped netlist area in simple logic gates | `21.04%` |
| Height of the chip | `173.1 µm` |
| Quantity of hold-fixing buffers added after cts | `0` |
| Ratio of cells with drive above 1 in the final layout | `7.623%` |
| Fa+ha+maj area frac | `14.56%` |
| Maxcap violations | `0` |
| Category of the worst setup path capture point | `output port` |
| Buffers plus inverters on the worst setup path | `5` |
| Commonest cells post-synth | `131 x sky130_fd_sc_hd__nand2_1, 127 x sky130_fd_sc_hd__a21oi_1, 126 x sky130_fd_sc_hd__nor2_1, 104 x sky130_fd_sc_hd__o21ai_0, 99 x sky130_fd_sc_hd__ha_1` |
| Number of global-route vias before repair | `9865` |
| Total GRT Usage | `26.63%` |
| Most used standard cell by instance count after synthesis | `sky130_fd_sc_hd__nand2_1` |
| Yosys Warn Count | `1` |
| Quantity of I/O buffers inserted on ports | `100` |
| Cell Pwr Density | `approximately 24 mW/mm²` |
| Via density per instance | `6.261` |
| Setup TNS | `0 ns` |
| HPWL Detailed | `slightly above 30000 µm` |
| Starting DRT DRC Count | `1195` |
| Synthesized-area fraction occupied by xor and xnor cells | `0.1995%` |
| MI comb area | `0.007903 mm²` |
| Crit path time final | `14.27 ns` |
| Final Hold Fails | `0` |
| Period utilisation layout | `59.71%` |
| Busiest metal layer after global routing | `met2` |
| Final weighted congestion of routability-driven global placement | `1.014` |
| Count of filler cells inserted in the layout | `3106` |
| Count of pins over their slew limit | `0` |
| DRC violation count after routing | `0` |
| Post-synth design cell area | `0.008782 mm²` |
| Top Family by Delay on Critical Path | `buffers and inverters` |
| Seq cells | `0` |
report_power, final:
group          internal, mW  switching, mW  leakage (nW)  total (mW)
registers                 0              0             0           0
clock network             0              0             0           0
logic                0.0928          0.140          4.04       0.233
layout make-up:
cell class         count  area share [%]
repair buffers       122           11.57
well taps            384           4.860
inverters             94           3.645
multi-input cells   1109           79.93
layout by cell type (no fill, tap or decap), drive strengths merged, types with 6 or more instances in the layout:
cell type / Yosys / final
o31ai: 10 / 10
clkdlybuf4s50: 0 / 95
mux2i: 51 / 51
buf: 49 / 27
a21oi: 128 / 128
a21o: 22 / 22
a211oi: 24 / 24
ha: 99 / 99
and3: 9 / 9
a221o: 15 / 15
a2111oi: 6 / 6
a22oi: 12 / 12
o211ai: 28 / 28
o22ai: 29 / 29
o21bai: 11 / 11
a31oi: 15 / 15
nand2: 131 / 131
nor3: 33 / 33
nand4: 8 / 8
nor2b: 16 / 16
mux2: 14 / 14
nand3: 20 / 20
o221ai: 7 / 7
mux4: 28 / 28
inv: 93 / 93
nor4: 10 / 10
a211o: 8 / 8
o21ai: 106 / 106
and2: 12 / 12
a222oi: 9 / 9
a221oi: 27 / 27
nor2: 126 / 126
nand2b: 14 / 14
o21a: 8 / 8
or2: 7 / 7
stage by stage:
stage | power [mW] | cell area, µm² | hold WS, ns | util [%]
detailed placement | 0.2264 | 9887 | 10.52 | 34.35
floorplan | 0.1433 | 8782 | 9.657 | -
finish | 0.2327 | 9887 | 10.53 | 34.35
global route | 0.2508 | 9887 | 10.58 | 34.35
global placement | 0.2281 | 9887 | 10.53 | 34.35
CTS | 0.2282 | 9887 | 10.52 | 34.35
logic make-up after synthesis:
kind of cell | count (synthesis)
xor+xnor | 2
mux | 93
compound gates | 510
simple gates | 403
fa+ha+maj | 101
buf+inv | 199
worst paths after layout:
check | startpoint | endpoint | slack, ns | cells after the start
worst max-delay path | srcB[4] | ALU_RESULT[30] | 9.63 | 14
worst min-delay path | srcB[1] | ALU_RESULT[1] | 10.53 | 5
per-layer routing:
layer  vias to the layer above  wire, µm
met3                        65      3962
met5                         -         0
met2                       580     17950
met4                         0      1024
li1                       4945         -
met1                      5110     17440
No activity file was given, so power comes from the tool's default toggle rates.
